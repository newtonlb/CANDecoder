## ./config.mk

```make
export PLATFORM = sky130hd
export DESIGN_NAME = CRC_Unit
export DESIGN_NICKNAME = CRC_Unit
export VERILOG_FILES = /design/flow/design.v
export SDC_FILE = /design/flow/constraint.sdc
export NUM_CORES = 4
export LEC_CHECK = 1
export CORE_AREA = 10 10 87 87
export DIE_AREA = 0 0 97 97
```

## ./constraint.sdc

```tcl
current_design CRC_Unit

set clk_period 1.2
set clk_io_pct 0.2

create_clock -name clk0 -period $clk_period [get_ports {BITSTRB}]

set non_clock_inputs [all_inputs -no_clocks]
set_input_delay [expr $clk_period * $clk_io_pct] -clock clk0 $non_clock_inputs
set_output_delay [expr $clk_period * $clk_io_pct] -clock clk0 [all_outputs]
```

## ./design.v

```verilog
module CRC_Unit(BITVAL, BITSTRB, CLEAR, CRC);
   input        BITVAL;                             
   input        BITSTRB;                            
   input        CLEAR;                              
   output [14:0] CRC;                                
   reg    [14:0] CRC;                                
   wire         inv;
   assign inv = BITVAL ^ CRC[14];                    
   always @(posedge BITSTRB or posedge CLEAR) begin
      if (CLEAR) begin
         CRC = 0;                                   
         end
      else begin
         CRC[14] = CRC[13] ^ inv;
         CRC[13] = CRC[12];
         CRC[12] = CRC[11];
         CRC[11] = CRC[10];
         CRC[10] = CRC[9] ^ inv;
         CRC[9] = CRC[8];
         CRC[8] = CRC[7] ^ inv;
         CRC[7] = CRC[6] ^ inv;
         CRC[6] = CRC[5];
         CRC[5] = CRC[4];
         CRC[4] = CRC[3] ^ inv;
         CRC[3] = CRC[2] ^ inv;
         CRC[2] = CRC[1];
         CRC[1] = CRC[0];
         CRC[0] = inv;
         end
      end
endmodule
```

## ./run.sh

```bash
#!/bin/bash
# OpenROAD 26Q1-2900-gdf79404cd8, Yosys 0.63+post, stock flow scripts
make -C /OpenROAD-flow-scripts/flow DESIGN_CONFIG=/design/flow/config.mk WORK_HOME=/design/flow/orfs finish
```

==> out/notes.md <==
- complete, no violations — run status
- 0 — total setup violations reported at the end of the flow
- 609 — Layout fillers
- 0.00564 sq mm — core area
- sky130_fd_sc_hd__dfrtp_1 68%, sky130_fd_sc_hd__xor3_1 26%, sky130_fd_sc_hd__buf_6 2.1% — synth top area cells
- 870 ps — arrival time at the worst endpoint
- yes — CTS tree
- 15 — Largest register FFs
- 1.40 ps — post-route clock skew
- 0 — count of maximum capacitance violations
- 2.33 — Vias/cell
- 0.928 — Tcrit/Tclk final
- 25 — Post-Syn Instances
- 0.878 — Worst slew margin
- 0 — DRC errors left
- 898 MHz — top achievable clock speed
- 60 ps — clock slew at the register clock pins of the worst setup and hold paths
- 0 — Max Transition Viols Final
- false — unrepaired setup endpoints after global routing
- 2 — maximum clock path buffer count
- 338 — via count of the first global-routing pass
- 1.02 mV — worst voltage drop across the vdd grid
- 1.15 mm — total detailed-routing wirelength
- 151 sq um — total area of multi-input combinational cells
- 15 — clk sinks
- 0.0974 — initial core utilization
- input port to asynchronous set/reset pin — path type of the worst min-delay path
- 27 — Placement Rows
- 0.683 — share of the synthesized area in the top cell type
- 0.405 — share of power burned in registers
- flip-flop — kind of start point of the critical path
- 97 microns — Vert. Die Dim
- 1 — maximum level of the CTS H-tree
- 15 — number of storage elements in the synthesis netlist
- 61.3% — layout overhead on the synthesized area
- 3 — TritonCTS buffer count
- 302 ps — hold slack
- 0.173 — portion of total power attributed to the clock network
- 9.22 microns — detail-routed net length per standard cell
- 0.00941 sq mm — chip area
- 6 — unique cell type count in the Yosys netlist
- flip-flops — Worst path top cell family by delay
- 25 — number of cells in the yosys synthesis report
- 1110 ps — post-route minimum period
- sky130_fd_sc_hd__dfrtp_1 — cell taking the most area after synthesis
- 0.423 — relative contribution of combinational cells to total power
- 4 — DRT iter0 DRCs
- -140 ps — pre-CTS setup slack
- 960 ps — worst endpoint required time
- 1.82 mm — first-pass GRT wire length
- 0.245 — share of cells above drive strength 1
- 1.74 mW — internal power
- dlygate4sd2_1 — crit path cell chain
- 2 — length of the first detailed-routing pass in iterations
- 2 — largest fanout of any net on the critical path
- 17 — number of buffers added on ports
- 1 — warning count from the yosys run
- 22.0 sq um — synthesized area divided by synthesized cell count
- 0 — antenna violations before repair
- 0.431 nW — leakage dissipation
- 0 — total congestion overflow
- 2530 mW/mm^2 — pwr/cell area
- 1 — number of buffer and inverter stages on the critical path
- 86.9 ps — setup slack of the critical path after layout
- 25 — OpenROAD warning count
- 0.0235 — global-route total usage across every layer
- 549 sq um — cell area after synthesis
- 0 — remaining number of nets flagged by the antenna check after routing
- 182 ps — slew at the pin closest to its max-slew limit
- 240 ps — Skew-Pair Late Insertion Delay
- 0.225 — share of total power consumed by net switching
- flip-flop to primary output — Worst Setup Path Type
- 549 sq um — summed standard-cell area reported by yosys
- 0.737 — weighted congestion at the end of routability-driven global placement
- 380 ps — slowest cell delay on critical path
- 375 sq um — Flop area
- primary output — crit end category
- 0.683 — proportion of synthesized chip area in sequential cells
- 0 — endpoints failing hold
- 15 x sky130_fd_sc_hd__dfrtp_1, 15 x sky130_fd_sc_hd__dlygate4sd2_1, 9 x sky130_fd_sc_hd__buf_4 — most used cells in the layout excluding fill and tap cells
- 904 microns — final HPWL from detailed placement
- sky130_fd_sc_hd__clkbuf_8 — root buf cell
- 0.504 mW — total net switching power
- 2 — cells on worst reg2reg path
- 1 — number of stages on the worst setup path
- 97 microns — Chip Width
- 291 — detailed-route via count
- 0 — Antenna Cells
- 16 — largest net degree at the start of global routing
- 18 — number of placed I/O pins
- sky130_fd_sc_hd__dfrtp_1 — CP max stage cell
cells by family (layout without fill, tap and decap cells):
| group | after synthesis | in the layout | share of synthesized area |
|---|---|---|---|
| xor+xnor | 7 | 7 | 0.276 |
| buf+inv | 3 | 31 | 0.0410 |
| flops | 15 | 15 | 0.683 |
area by class of cell:
class / instances / area share
inverters: 1 / 0.00424
flip-flops and latches: 15 / 0.424
clock buffers: 3 / 0.0466
repair buffers: 26 / 0.247
multi-input cells: 7 / 0.171
well taps: 72 / 0.102
clock inverters: 1 / 0.00565
synthesized netlist by cell type:
cell                      count
sky130_fd_sc_hd__xor3_1       6
sky130_fd_sc_hd__buf_6        1
sky130_fd_sc_hd__xor2_1       1
sky130_fd_sc_hd__inv_1        1
sky130_fd_sc_hd__dfrtp_1     15
sky130_fd_sc_hd__buf_4        1
path summary, 6_finish.rpt:
kind	endpoint	slack [ps]	start
max in group asynchronous	CRC[13]	740	CLEAR
hold / removal	CRC[10]	300	CLEAR
setup reg to reg	CRC[10]	160	CRC[14]
hold reg to reg	CRC[13]	370	CRC[12]
min in group clk0	CRC[13]	370	CRC[12]
setup / recovery	CRC[9]	90	CRC[9]
power groups by stage:
stage	clock, mW	sequential [mW]	combinational (mW)
final	0.387	0.907	0.947
after global routing	0.420	0.948	1.06
after CTS	0.397	0.917	0.998
routing by layer:
metal / wire, microns / track usage / up-vias
li1: - / - / 137
met3: 91 / 0.0107 / 0
met4: 0 / 0.00338 / 0
met5: 0 / 0 / -
met1: 475 / 0.0269 / 144
met2: 586 / 0.0399 / 10
stage by stage:
stage | setup TNS (ps) | cell area (sq um) | utilization | instances | power [mW]
finish | 0 | 886 | 0.157 | 125 | 2.24
global placement | -747 | 813 | 0.144 | 115 | 1.95
CTS | 0 | 886 | 0.157 | 125 | 2.31
global route | 0 | 886 | 0.157 | 125 | 2.42
detailed placement | -763 | 813 | 0.144 | 115 | 1.94
floorplan | 0 | 549 | - | 25 | 1.29
what timing repair did:
action / in CTS / in global routing
hold buffers: 0 / 0
endpoints found under the setup margin: 15 / 0
setup buffers: 6 / 0
gates resized: 15 / 0
Power figures rest on the tool's default switching activity, not on a simulated workload.
